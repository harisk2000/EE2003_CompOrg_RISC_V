==> flow/design.v <==
`timescale 1ns/1ps
module biu (
    input clk,
    input reset,
    input [31:0] daddr,
    input [31:0] dwdata,
    input [3:0] dwe,
    output [31:0] drdata,
    output [31:0] daddr1,
    output [31:0] dwdata1,
    output [3:0]  dwe1,
    input  [31:0] drdata1,
    output [31:0] daddr2,
    output [31:0] dwdata2,
    output [3:0]  dwe2,
    input  [31:0] drdata2
);
    wire check;
    assign check = (daddr<4096);
    assign drdata = (check)?drdata1:drdata2;
    assign daddr1 = daddr;
    assign dwdata1 = dwdata;
    assign daddr2 = daddr;
    assign dwdata2 = dwdata;
    assign dwe1 = (check)?dwe:0;
    assign dwe2 = (check)?0:dwe;
endmodule
==> flow/run.sh <==
#!/bin/bash
# OpenROAD 26Q1-2900-gdf79404cd8, Yosys 0.63+post, stock flow scripts
make -C /OpenROAD-flow-scripts/flow DESIGN_CONFIG=/design/flow/config.mk WORK_HOME=/design/flow/orfs finish
==> flow/config.mk <==
export PLATFORM = sky130hd
export DESIGN_NAME = biu
export DESIGN_NICKNAME = biu
export VERILOG_FILES = /design/flow/design.v
export SDC_FILE = /design/flow/constraint.sdc
export NUM_CORES = 4
export LEC_CHECK = 1
export CORE_AREA = 10 10 124 124
export DIE_AREA = 0 0 134 134
==> flow/constraint.sdc <==
current_design biu

set clk_period 8.4
set clk_io_pct 0.2

create_clock -name clk0 -period $clk_period

set non_clock_inputs [all_inputs -no_clocks]
set_input_delay [expr $clk_period * $clk_io_pct] -clock clk0 $non_clock_inputs
set_output_delay [expr $clk_period * $clk_io_pct] -clock clk0 [all_outputs]
==> impl_metrics.toml <==
# flow metrics
[route]
drc_errors = 0
num_antenna_cells = 0
routed_wl_um = 5960
drtAntennaViolNets = 0
wire_per_inst_um = 15.3
routed_via_density = 2.92
firstDrtPassIters = 2
num_vias = 1135
drt_iter0_markers = 8

[sta]
slew_viol_final = 0
slew_headroom_pct = 67.6
worstMarginPinSlew_ps = 486
fmax_ghz = 0.171
setup_viol = 0
whs_ps = 3360
finalSetupTns_ps = 0
fin_crit_ps = 5840
rsz0062_at_grt = "false"
hold_violations = 0
timing.final.crit_share_pct = 69.6

[synthesis]
postSynthSeqShare_pct = 0
syn-cell-area_sq_mm = 0.00146
synth_area_leader_cell = "buf_4"
ys_top_cells_by_area = "buf_4, mux2_2, buf_6"
postSynthCellCount = 180
ys_cells = 180
synth_area_per_cell_sq_um = 8.13
ys_warn_count = 0
synth_chip_area_sq_mm = 0.00146
synth_top_area_share_pct = 66.2
synthDistinctLibCells = 10

[grt]
grt_max_degree = 41
first_global_vias = 1312
antenna_found_initial = 0
grt_overflow = 0
grt_pass1_wl_um = 8360
grt.total_usage_pct = 5.85

[finish]
areaGrowthSynthToFinish_pct = 61.6
n_clock_buffer = 0
seqCellArea_sq_um = 0
nFillCells = 1409
layout_top_cells = "clkdlybuf4s50_1, mux2_2, nor4_1"
layout_top_cell = "clkdlybuf4s50_1"
numSequentialCells = 0
drive_gt1_share_pct = 14.7
logic_area_sq_um = 462

[floorplanning]
ios = 302
coreArea_sq_mm = 0.0127
dieArea_sq_mm = 0.0180
chipWidth_um = 134
fp-utilization_pct = 11.6
num_rows = 41
die_h_um = 134

[placed_design]
port_buffers = 168
hpwl_um = 5350
gp_congestion = 0.728

[hold_path]
hold_path_class = "in -> out"
whs_path_depth = 0
hp-start = "daddr[10]"

[setup_path]
cp-startpoint = "daddr[17]"
worstSetupEndpointType = "output pin"
crit_path_start_kind = "input pin"
cp_slowest_cell = "clkdlybuf4s50_1"
critical_path_arrival_ps = 4160
crit_chain = "clkdlybuf4s50_1 -> nor4_1 -> nand3_1 -> nor2_4 -> buf_4 -> mux2_2 -> clkdlybuf4s50_1"
worstSetupPathType = "in -> out"
cpPeakStageDelay_ps = 440
required_ps = 6720
cp_max_fo = 40
cpMostUsedCell = "clkdlybuf4s50_1"

[power]
comb_power_share_pct = 100.0
p_sw_share_pct = 17.6
power.leakage_nw = 0.801
pwr-share-clk_pct = 0
powerDensity_mw_per_mm2 = 36.6
power_frac_seq_pct = 0
ir_worst_vdd_uv = 10.7
p_sw_w = 0.0000152
internal_power_w = 0.0000714

[run]
tool_warnings = 34
cap_violations = 0

[outcome]
outcome = "finished, final reports clean"

[clock_tree]
cts_hold_buf = 0
cts_setup_buffers = 0
cts_resized = 0
synth_stat cells:
cell	count
nand3_1	1
mux2_1	2
nand2_1	1
nor2b_1	4
nor2_4	1
buf_6	3
mux2_2	30
buf_4	129
nor4_1	5
and2_1	4
stage by stage:
| step | setup slack [ps] | std cells | cell area [sq um] | utilization, % | power (W) |
|---|---|---|---|---|---|
| after floorplan | 4000 | 180 | 1460 | - | 0.0000425 |
| after global placement | 2370 | 389 | 2370 | 18.7 | 0.0000881 |
| after detailed placement | 2370 | 389 | 2370 | 18.7 | 0.0000881 |
| after CTS | 2360 | 389 | 2370 | 18.7 | 0.0000890 |
| after global routing | 2250 | 389 | 2370 | 18.7 | 0.0000936 |
| final | 2560 | 389 | 2370 | 18.7 | 0.0000867 |
worst paths after layout:
| kind | endpoint | slack, ps |
|---|---|---|
| setup / recovery | drdata[10] | 2560 |
| hold / removal | daddr1[10] | 3360 |
logic make-up after synthesis:
kind of cell	Yosys count	synth area share [%]
buf+inv	132	68.5
mux	32	24.6
simple gates	16	6.92
power by group through the flow:
stage / Clock [W] / Sequential [W] / Combinational, W
after CTS: 0 / 0 / 0.0000890
after global routing: 0 / 0 / 0.0000936
final: 0 / 0 / 0.0000867
layer usage:
layer	vias to the layer above	global-route usage [%]	wire, um	part of all wire (%)
met5	-	0	0	0
met1	476	6.13	2120	36
met4	0	2.24	189	3.2
li1	531	-	-	-
met3	29	3.60	903	15
met2	99	9.33	2750	46
critical path, delay by kind of cell:
kind                   cells  cell delay [ps]
buffers and inverters      3             1280
multiplexers               1              410
AND/OR/NAND/NOR            3              750
layout make-up:
class,count,area share (%)
repair buffers,169,71.4
multi-input cells,48,19.5
well taps,172,9.10
Power is estimated from default activity; no workload was simulated.
